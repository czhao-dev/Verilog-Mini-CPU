--- config.mk ---
export PLATFORM = sky130hd
export DESIGN_NAME = top
export DESIGN_NICKNAME = top
export VERILOG_FILES = /design/flow/design.v
export SDC_FILE = /design/flow/constraint.sdc
export NUM_CORES = 4
export LEC_CHECK = 1
export CORE_UTILIZATION = 40
--- constraint.sdc ---
current_design top

set clk_period 11.7
set clk_io_pct 0.2

create_clock -name clk0 -period $clk_period [get_ports {clk}]

set non_clock_inputs [all_inputs -no_clocks]
set_input_delay [expr $clk_period * $clk_io_pct] -clock clk0 $non_clock_inputs
set_output_delay [expr $clk_period * $clk_io_pct] -clock clk0 [all_outputs]
--- design.v ---
`timescale 1ns / 1ps
module alu (
    input wire [3:0] a,
    input wire [3:0] b,
    input wire [2:0] op,
    output reg [3:0] result,
    output wire zero,
    output wire negative,
    output reg carry,
    output reg overflow
);
    reg [4:0] extended_result;
    always @(*) begin
        result = 4'b0000;
        carry = 1'b0;
        overflow = 1'b0;
        extended_result = 5'b00000;
        case (op)
            3'b000: begin  
                extended_result = {1'b0, a} + {1'b0, b};
                result = extended_result[3:0];
                carry = extended_result[4];
                overflow = (a[3] == b[3]) && (result[3] != a[3]);
            end
            3'b001: begin  
                extended_result = {1'b0, a} - {1'b0, b};
                result = extended_result[3:0];
                carry = (a < b);
                overflow = (a[3] != b[3]) && (result[3] != a[3]);
            end
            3'b010: result = a & b;  
            3'b011: result = a | b;  
            3'b100: result = a ^ b;  
            3'b101: begin  
                result = a << b[1:0];
                case (b[1:0])
                    2'b01: carry = a[3];
                    2'b10: carry = a[2];
                    2'b11: carry = a[1];
                    default: carry = 1'b0;
                endcase
            end
            3'b110: begin  
                result = a >> b[1:0];
                case (b[1:0])
                    2'b01: carry = a[0];
                    2'b10: carry = a[1];
                    2'b11: carry = a[2];
                    default: carry = 1'b0;
                endcase
            end
            3'b111: result = (a < b) ? 4'b0001 : 4'b0000;  
            default: result = 4'b0000;
        endcase
    end
    assign zero = (result == 4'b0000);
    assign negative = result[3];
endmodule
`timescale 1ns / 1ps
module control_unit (
    input wire [15:0] instruction,
    output wire [2:0] alu_op,
    output wire [1:0] dest_addr,
    output wire [1:0] src_a_addr,
    output wire [1:0] src_b_addr,
    output wire use_immediate,
    output wire [3:0] immediate
);
    assign alu_op = instruction[15:13];
    assign dest_addr = instruction[12:11];
    assign src_a_addr = instruction[10:9];
    assign src_b_addr = instruction[8:7];
    assign use_immediate = instruction[6];
    assign immediate = instruction[3:0];
endmodule
`timescale 1ns / 1ps
module instruction_memory (
    input wire clk,
    input wire reset,
    input wire write_enable,
    input wire [3:0] write_addr,
    input wire [15:0] write_data,
    input wire [3:0] read_addr,
    output wire [15:0] instruction
);
    reg [15:0] memory [0:15];
    integer i;
    always @(posedge clk or posedge reset) begin
        if (reset) begin
            for (i = 0; i < 16; i = i + 1) begin
                memory[i] <= 16'b0000_0000_0000_0000;
            end
        end else if (write_enable) begin
            memory[write_addr] <= write_data;
        end
    end
    assign instruction = memory[read_addr];
endmodule
`timescale 1ns / 1ps
module register_file (
    input wire clk,
    input wire reset,
    input wire write_enable,
    input wire [1:0] write_addr,
    input wire [3:0] write_data,
    input wire [1:0] read_addr_a,
    input wire [1:0] read_addr_b,
    output wire [3:0] reg_a,
    output wire [3:0] reg_b
);
    reg [3:0] registers [0:3];
    integer i;
    always @(posedge clk or posedge reset) begin
        if (reset) begin
            for (i = 0; i < 4; i = i + 1) begin
                registers[i] <= 4'b0000;
            end
        end else if (write_enable) begin
            registers[write_addr] <= write_data;
        end
    end
    assign reg_a = registers[read_addr_a];
    assign reg_b = registers[read_addr_b];
endmodule
`timescale 1ns / 1ps
module top (
    input wire clk,
    input wire reset,
    input wire run_enable,
    input wire reg_write_enable,
    input wire [1:0] reg_write_addr,
    input wire [3:0] reg_write_data,
    input wire instr_write_enable,
    input wire [3:0] instr_write_addr,
    input wire [15:0] instr_write_data,
    output reg [3:0] pc,
    output wire [15:0] instruction,
    output wire [3:0] result,
    output wire zero,
    output wire negative,
    output wire carry,
    output wire overflow
);
    wire [1:0] dest_addr, src_a_addr, src_b_addr;
    wire [2:0] alu_op;
    wire use_immediate;
    wire [3:0] immediate;
    wire [3:0] a, b, alu_b;
    wire cpu_step;
    wire rf_write_enable;
    wire [1:0] rf_write_addr;
    wire [3:0] rf_write_data;
    instruction_memory imem (
        .clk(clk),
        .reset(reset),
        .write_enable(instr_write_enable),
        .write_addr(instr_write_addr),
        .write_data(instr_write_data),
        .read_addr(pc),
        .instruction(instruction)
    );
    control_unit cu (
        .instruction(instruction),
        .alu_op(alu_op),
        .dest_addr(dest_addr),
        .src_a_addr(src_a_addr),
        .src_b_addr(src_b_addr),
        .use_immediate(use_immediate),
        .immediate(immediate)
    );
    assign cpu_step = run_enable & ~reg_write_enable & ~instr_write_enable;
    assign rf_write_enable = reg_write_enable | cpu_step;
    assign rf_write_addr = reg_write_enable ? reg_write_addr : dest_addr;
    assign rf_write_data = reg_write_enable ? reg_write_data : result;
    register_file rf (
        .clk(clk),
        .reset(reset),
        .write_enable(rf_write_enable),
        .write_addr(rf_write_addr),
        .write_data(rf_write_data),
        .read_addr_a(src_a_addr),
        .read_addr_b(src_b_addr),
        .reg_a(a),
        .reg_b(b)
    );
    assign alu_b = use_immediate ? immediate : b;
    alu alu_inst (
        .a(a),
        .b(alu_b),
        .op(alu_op),
        .result(result),
        .zero(zero),
        .negative(negative),
        .carry(carry),
        .overflow(overflow)
    );
    always @(posedge clk or posedge reset) begin
        if (reset) begin
            pc <= 4'b0000;
        end else if (cpu_step) begin
            pc <= pc + 4'b0001;
        end
    end
endmodule
--- run.sh ---
#!/bin/bash
# OpenROAD 26Q1-2900-gdf79404cd8, Yosys 0.63+post, stock flow scripts
make -C /OpenROAD-flow-scripts/flow DESIGN_CONFIG=/design/flow/config.mk WORK_HOME=/design/flow/orfs finish
==> impl_metrics.env <==
# yosys + openroad results
export IMPL_drc=0
export IMPL_fp_utilization_pct=40.7
export IMPL_numPortBuffers=58
export IMPL_regArea_um2=6910
export IMPL_powerDensity_nw_per_um2=349
export IMPL_crit_path_end="zero"
export IMPL_yosys_area_top_type_share_pct=49.1
export IMPL_r2r_cells=19
export IMPL_cts_sinks=276
export IMPL_wl_per_cell_um=22.6
export IMPL_vias_per_cell=5.78
export IMPL_crit_fanout=39
export IMPL_drv_slew=0
export IMPL_crit_start="pc[0]$_DFFE_PP0P_"
export IMPL_power_switching_w=0.00233
export IMPL_synth_area_per_cell_um2=12.2
export IMPL_power_leakage_nw=6.63
export IMPL_path_class="flop to output port"
export IMPL_fin_crit_ns=8.53
export IMPL_synth_warnings=6
export IMPL_grt_max_degree=131
export IMPL_logic_area_um2=6590
export IMPL_num_vias=9585
export IMPL_critPathLaunchType="flop"
export IMPL_num_fill_cells=3122
export IMPL_worst_ir_drop_vdd_mv=0.422
export IMPL_netlist_top_cells_area="dfrtp_1 49%, mux2_2 22%, mux2i_1 2.3%"
export IMPL_r2r_start="pc[0]$_DFFE_PP0P_"
export IMPL_fp_dieH_um=189
export IMPL_cts_resized=0
export IMPL_cts_setup_buffers=0
export IMPL_cts_hold_buf=0
export IMPL_grt_overflow=0
export IMPL_outcome="finished clean"
export IMPL_ys_area_um2=14100
export IMPL_synth_cells=1153
export IMPL_worst_hold_path_type="flop to flop"
export IMPL_postSynthSeqShare_pct=49.1
export IMPL_cts_tree="yes"
export IMPL_die_x_um=189
export IMPL_ios=59
export IMPL_drt_iter0_drc=517
export IMPL_cts_buffers=30
export IMPL_cap_violations=0
export IMPL_ys_types=86
export IMPL_pwr_share_comb_pct=58.7
export IMPL_grt_setup_unrepaired="false"
export IMPL_layout_drive_gt1_share_pct=33.4
export IMPL_finClkSkew_ns=0.00881
export IMPL_routabilityCongestion=0.871
export IMPL_reg2reg_to="rf.registers[2][2]$_DFFE_PP0P_"
export IMPL_crit_slowest_cell="ha_2"
export IMPL_cp_end_kind="output port"
export IMPL_drt_pass1_iter_count=5
export IMPL_ant_nets=0
export IMPL_p_int_w=0.00325
export IMPL_power_frac_seq_pct=24.4
export IMPL_setup_viol=0
export IMPL_grt_pass1_wl_um=58000
export IMPL_synthesis_area_um2=14100
export IMPL_tightest_slew_ns=0.859
export IMPL_syn2layout_area_growth_pct=13.8
export IMPL_wl_um=37500
export IMPL_warnings=38
export IMPL_cp_required_ns=9.36
export IMPL_clkPwrFrac_pct=16.9
export IMPL_hold_violations=0
export IMPL_holdCritStartpoint="rf.registers[1][2]$_DFFE_PP0P_"
export IMPL_hold_slack_ns=0.495
export IMPL_slew_headroom_pct=42.4
export IMPL_chip_area_um2=35900
export IMPL_numSynthFlops=276
export IMPL_clockBufferDepth=3
export IMPL_grtUsageTotal_pct=22.0
export IMPL_rrSetupSlack_ns=6.14
export IMPL_top_cells_by_count="276 x dfrtp_1, 270 x mux2_2, 52 x nand2_1"
export IMPL_clk_pin_slew_ns=0.06
export IMPL_cp_data_arrival_time_ns=6.19
export IMPL_top_area_cell="dfrtp_1"
export IMPL_cts_root_buf="clkbuf_16"
export IMPL_yosys_cells=1153
export IMPL_place_hpwl_um=23000
export IMPL_grt_pass1_vias=9522
export IMPL_worst_path_largest_cell_delay_ns=0.54
export IMPL_period_used_pct=72.9
export IMPL_htreeDepth=1
export IMPL_switching_share_pct=41.8
export IMPL_top_cell="dfrtp_1"
export IMPL_fmax_mhz=117
export IMPL_clock_latency_ns=0.55
export IMPL_edf_count=0
export IMPL_core_area_um2=34500
export IMPL_rows=68
export IMPL_async_flop_share_pct=100
export IMPL_setup_tns_ns=0
export IMPL_grt_antenna_before_repair=0
export IMPL_path_cells="inv_1, ha_2, buf_4, a22oi_1, o22ai_1, nor2_1, o211ai_2, nand2b_1, o221a_1, inv_4, ha_1, fa_1, o21bai_1, nand2_1, a2bb2oi_1, o21a_1, o21ai_2, a2111oi_4, clkdlybuf4s50_1"
export IMPL_flop_cell="dfrtp_1"
cells by family after synthesis:
| kind of cell | Yosys count | synth area share (%) |
|---|---|---|
| and+or+nand+nor | 184 | 6.60 |
| AOI/OAI and AO/OA | 234 | 12.8 |
| buffers and inverters | 121 | 4.24 |
| DFF | 276 | 49.1 |
| xor gates and xnor gates | 7 | 0.436 |
| adders and majority gates | 17 | 1.62 |
| muxes | 314 | 25.2 |
cell usage in the layout (no fill, tap or decap), types with 5 or more instances in the layout:
cell type,instances
nand2_1,52
o21ai_0,27
o22ai_1,6
clkinv_2,8
clkbuf_1,5
clkdlybuf4s50_1,58
a31oi_1,15
nor2_2,9
a21o_1,5
a222oi_1,13
nand3_1,28
o211ai_1,10
a211oi_1,10
clkbuf_16,31
mux2_1,6
a221oi_1,19
xnor2_1,5
clkbuf_8,9
buf_4,27
a22oi_1,34
mux2_2,270
inv_1,19
nor2b_1,5
nor3_1,9
a21oi_1,34
nand2b_1,12
nand3b_1,7
nor2_1,30
ha_1,11
and2_1,5
nand4_1,5
mux2i_1,32
dfrtp_1,274
registers in the layout, indices dropped and copies added (netlist names):
register,count
imem.memory,256
pc,4
rf.registers,16
power groups by stage:
stage / Clock, W / Sequential [W] / Combinational [W]
CTS: 0.000962 / 0.00136 / 0.00329
global route: 0.000999 / 0.00140 / 0.00359
finish: 0.000943 / 0.00136 / 0.00328
layer usage:
metal  wire (µm)  track usage [%]  share of wire, %
met2       18000             35.1                48
met3        2310             4.62               6.2
met5           0                0                 0
met4         871             4.44               2.3
met1       16400             32.3                44
layout make-up:
cell class | instances | share of cell area, %
inverter | 27 | 0.696
tap | 455 | 3.56
multi-input combinational | 756 | 41.2
timing repair buffer | 86 | 5.02
clock inverter | 11 | 0.540
clock buffer | 45 | 5.74
antenna | 1 | 0.0156
sequential | 276 | 43.2
critical path: cells and delay by family (launching register included):
kind / cells / cell delay, ns
DFF: 1 / 0.43
adders and majority gates: 3 / 1.28
and+or+nand+nor: 3 / 0.36
AOI/OAI and AO/OA: 9 / 2.26
buffers and inverters: 4 / 1.27
worst min-delay path by stage:
| stage | to | cells past startpoint |
|---|---|---|
| 4_1_cts | imem.memory[8][1]$_DFFE_PP0P_ | 1 |
| 5_1_grt | imem.memory[4][8]$_DFFE_PP0P_ | 1 |
| 6_report | rf.registers[1][2]$_DFFE_PP0P_ | 1 |
through the flow:
step                      cell area, µm²  util, %  instances  power [W]  setup slack (ns)
final                              16000     46.3       1657    0.00559              3.17
after global routing               16000     46.3       1656    0.00598              2.70
after CTS                          16000     46.3       1656    0.00561              3.15
after detailed placement           15000     43.4       1600    0.00465              3.74
after global placement             15000     43.4       1600    0.00466              3.88
after floorplan                    14100        -       1153    0.00365              1.75
Power figures rest on the tool's default switching activity, not on a simulated workload.
